## ./config.mk

```make
export PLATFORM = sky130hd
export DESIGN_NAME = risc_processor
export DESIGN_NICKNAME = risc_processor
export VERILOG_FILES = /design/flow/design.v
export SDC_FILE = /design/flow/constraint.sdc
export NUM_CORES = 4
export LEC_CHECK = 1
export CORE_UTILIZATION = 40
```

## ./constraint.sdc

```tcl
current_design risc_processor

set clk_period 23.8
set clk_io_pct 0.2

create_clock -name clk0 -period $clk_period [get_ports {clk}]

set non_clock_inputs [all_inputs -no_clocks]
set_input_delay [expr $clk_period * $clk_io_pct] -clock clk0 $non_clock_inputs
set_output_delay [expr $clk_period * $clk_io_pct] -clock clk0 [all_outputs]
```

## ./run.sh

```bash
#!/bin/bash
# OpenROAD 26Q1-2900-gdf79404cd8, Yosys 0.63+post, stock flow scripts
make -C /OpenROAD-flow-scripts/flow DESIGN_CONFIG=/design/flow/config.mk WORK_HOME=/design/flow/orfs finish
```

## ./design.v

```verilog
module risc_processor (
    input wire clk,            
    input wire rst,            
    input wire [31:0] instr,   
    output reg [31:0] alu_result  
);
    reg [31:0] if_id_instr;     
    reg [31:0] id_ex_instr;     
    reg [31:0] ex_mem_result;   
    reg [31:0] mem_wb_result;   
    reg [31:0] reg_file [0:31];    
    wire [4:0] rs1 = instr[19:15];  
    wire [4:0] rs2 = instr[24:20];  
    wire [4:0] rd = instr[11:7];    
    wire [6:0] opcode = instr[6:0];  
    wire [2:0] func3 = instr[14:12];  
    wire [6:0] func7 = instr[31:25];  
    reg [31:0] alu_in1, alu_in2;
    reg [3:0] alu_op;
    always @(*) begin
        case (alu_op)
            4'b0000: alu_result = alu_in1 + alu_in2;   
            4'b0001: alu_result = alu_in1 - alu_in2;   
            4'b0010: alu_result = alu_in1 & alu_in2;   
            4'b0011: alu_result = alu_in1 | alu_in2;   
            4'b0100: alu_result = alu_in1 ^ alu_in2;   
            default: alu_result = 32'b0;              
        endcase
    end
    always @(posedge clk or posedge rst) begin
        if (rst) begin
            if_id_instr <= 32'b0;
            id_ex_instr <= 32'b0;
            ex_mem_result <= 32'b0;
            mem_wb_result <= 32'b0;
        end else begin
            if_id_instr <= instr;
            id_ex_instr <= if_id_instr;
            alu_in1 <= reg_file[rs1];
            alu_in2 <= reg_file[rs2];
            case (opcode)
                7'b0110011: begin  
                    alu_op <= {func7[5], func3};  
                end
                7'b0010011: begin  
                    alu_op <= func3;
                end
                default: alu_op <= 4'b0000;  
            endcase
            ex_mem_result <= alu_result;
            mem_wb_result <= ex_mem_result;
            reg_file[rd] <= mem_wb_result;  
        end
    end
endmodule
```

==> out/results.tsv <==
metric	value	unit
Sw Share	24.72	%
DR pass1 iterations	24	
Final Cell Area	57900	sq um
reg2reg start	alu_in2[5]	
Post-Synth AOI/OAI Area	20.32	%
# setup viols final	0	
Max VDD drop	0.00006754	V
Hold Startpoint	ex_mem_result[6]	
Iteration-0 DRC Markers	4781	
Tot Pwr	4.818	mW
Hold WC Path Type	reg2reg	
drt total wl	235500	um
FF-to-FF path depth	15	
clk sink count	1156	
total grt overflow	0	
Fin. Hold Viols	0	
Synth mux share	0.08258	%
Cell Area, Synth	50000	sq um
CTS Buffer Depth	3	
Seq share, synth	68.79	%
CP cell instances	nor3_1, nand4_1, nor3_1, nand2_1, o31ai_1, xnor2_1, ha_1, and3_1, nand2_1, nor3_1, a211o_1, nand2_1, o21ai_1, xnor2_1, o221ai_1, clkdlybuf4s50_1	
vias per cell	7.429	
Post-Syn Area per Cell	14.89	sq um
CP Class	reg2out	
I/O Buffers	59	
Crit Reg-Reg Endpoint	ex_mem_result[31]	
P_sw	1.191	mW
standard-cell row count	129	
initial antenna violation count	25	
area reported by Yosys stat	50000	sq um
Reg clk slew, reported paths	0.06	ns
PD cells	83.22	nW/um^2
Cells after Synth	3357	
setup slack after layout	13.38	ns
WHS Endpoint	mem_wb_result[6]	
Synth cell types	72	
die area	126400	sq um
fp_density	40.39	%
HPWL Detailed	131800	um
Rel. slew slack	27.84	%
fmax	95.95	MHz
Pleak	18.94	nW
sequential power share	49.8	%
CTS Hold Buffers Added	0	
clock skew	0.04095	ns
root buf cell	clkbuf_16	
number of global-route vias before repair	40110	
Ys Warns	2	
cell total in the yosys stat output	3357	
wire length of the first global-routing pass	319500	um
P_int	3.627	mW
setup_tns	0	ns
Synth Area in Simple Gates	4.855	%
Post-synth ARST share	5.536	%
highest-delay cell along the critical path	clkdlybuf4s50_1	
Main logic family	AND-OR/OR-AND gates	
M1 GR Usage	40.48	%
crit path DRT	19.04	ns
Ports	66	
CTS Buf Count	116	
unrepaired setup endpoints after global routing	no	
yosys xor share	1.016	%
CP top delay family	simple AND/OR/NAND/NOR gates	
DR vias	38890	
Latency at later pin	0.76	ns
worst hold path cell count	0	
Worst setup EP type	output port	
Buf/Inv on CP	1	
Die Height	355.5	um
routability cong.	1.042	
DRC	0	
CP max stage delay	0.54	ns
met2 track demand over resource	52.50	%
Dominant Register Cell	edfxtp_1	
Reg2Reg Setup Slack	19.27	ns
met3 GRT Util	38.22	%
area grow syn2layout	15.81	%
Post-DP Area	53690	sq um
post-route ant nets	0	
die x size	355.5	um
Max-Cap Viols	0	
Adder Area Share	2.442	%
EDFF count, synth	1092	
status	completed	
Setup Fix Bufs, Post-CTS	0	
DP Worst Slack	14.11	ns
combinational share of power	8.8	%
CTS tree	done	
Synth flops	1156	
CTS-repair resized insts	0	
WL/cell	44.98	um
largest net degree at the start of global routing	53	
Tool Warnings	65	
crit path time final	10.42	ns
Worst setup SP type	flop	
H-tree Lvls	3	
Worst Path Max Fanout	6	
crit share post-route	43.79	%
measured slew at the worst slew-check pin	1.080	ns
Clk pwr share	41.5	%
GRT Overall Usage	40.23	%
GR peak layer	met2	
fraction of layout cells with a size suffix above 1	13.81	%
crit path DAT	5.66	ns
Max Transition Viols Final	0	
Core Region	123800	sq um
-- layout by cell type (no fill, tap or decap), drive strengths merged, types with 8 or more instances in the layout --
| cell | n |
|---|---|
| a21oi | 94 |
| a221oi | 318 |
| a222oi | 11 |
| a22o | 308 |
| a22oi | 346 |
| a31oi | 9 |
| buf | 172 |
| bufinv | 23 |
| clkbuf | 132 |
| clkdlybuf4s50 | 59 |
| clkinv | 52 |
| clkinvlp | 9 |
| dfrtp | 64 |
| diode | 27 |
| edfxtp | 1092 |
| ha | 96 |
| inv | 78 |
| nand2 | 54 |
| nand2b | 10 |
| nand3 | 75 |
| nand4 | 141 |
| nor2 | 133 |
| nor2b | 8 |
| nor3 | 14 |
| o21ai | 36 |
| o221ai | 22 |
| o31ai | 8 |
| o32a | 59 |
| xnor2 | 46 |
| xor2 | 12 |
-- state kept, by name (all words and copies together), names as in the netlist --
register	flops
alu_in1	32
mem_wb_result	32
reg_file	1024
alu_in2	32
ex_mem_result	32
alu_op	4
-- how the worst max path moves through the flow --
stage / start / depth (start not counted) / slack [ns] / to
finish: alu_in2[5] / 16 / 13.38 / alu_result[31]
global route: alu_in2[5] / 16 / 13.02 / alu_result[31]
CTS: alu_in2[5] / 16 / 13.32 / alu_result[31]
-- power by group through the flow --
| stage | clock, mW | sequential [mW] | combinational [mW] |
|---|---|---|---|
| after CTS | 1.99 | 2.39 | 0.400 |
| final | 2.00 | 2.40 | 0.422 |
| after global routing | 2.07 | 2.40 | 0.443 |
-- cell type report --
cell class	count	area, sq um
Antenna cell	27	67.56
Sequential cell	1156	34390
Clock inverter	88	1127
Inverter	74	282.8
Tap cell	1637	2048
Timing Repair Buffer	231	1882
Multi-Input combinational cell	1890	15090
Fill cell	10380	65900
Clock buffer	132	3014
-- kinds of logic (layout without fill, tap and decap cells) --
family / Yosys count / after routing
xor+xnor: 58 / 58
simple gates: 475 / 475
other cells: 0 / 27
fa+ha+maj: 97 / 97
compound gates: 1256 / 1256
flops: 1156 / 1156
buf+inv: 311 / 525
mux: 4 / 4
-- cells in the mapped netlist (4+ instances only) --
| library cell | count | area, sq um |
|---|---|---|
| nand3b_1 | 4 | 30.03 |
| nor2b_1 | 8 | 50.05 |
| and3_1 | 7 | 43.79 |
| o21ai_1 | 17 | 85.08 |
| buf_2 | 57 | 285.3 |
| ha_1 | 96 | 1201 |
| nand4_1 | 141 | 882.1 |
| inv_1 | 67 | 251.5 |
| o31ai_1 | 8 | 60.06 |
| a222oi_1 | 11 | 110.1 |
| o21ai_0 | 16 | 80.08 |
| a22oi_1 | 346 | 2597 |
| nand3_1 | 75 | 375.4 |
| a221oi_1 | 317 | 2776 |
| a31oi_1 | 7 | 43.79 |
| a22o_1 | 308 | 2698 |
| nor3_1 | 14 | 70.07 |
| inv_2 | 7 | 26.28 |
| nor2_1 | 132 | 495.5 |
| nand2b_1 | 10 | 62.56 |
| dfrtp_1 | 64 | 1602 |
| xor2_1 | 12 | 105.1 |
| o221ai_1 | 22 | 192.7 |
| nand2_1 | 54 | 202.7 |
| buf_1 | 9 | 33.78 |
| edfxtp_1 | 1092 | 32790 |
| a21oi_1 | 92 | 460.4 |
| a21o_1 | 7 | 52.55 |
| xnor2_1 | 46 | 402.9 |
| clkbuf_1 | 169 | 634.4 |
| o211ai_1 | 4 | 30.03 |
| o21bai_1 | 5 | 37.54 |
| or2_1 | 5 | 31.28 |
| o32a_1 | 59 | 590.6 |
| and2_1 | 6 | 37.54 |
-- through the flow --
stage | hold WS, ns | utilization (%) | instances
after global routing | 0.3593 | 46.76 | 5231
after floorplan | 0.3312 | - | 3357
final | 0.3439 | 46.77 | 5235
after detailed placement | 0.3347 | 43.37 | 4988
after CTS | 0.3471 | 46.72 | 5208
after global placement | 0.3333 | 43.37 | 4988
-- metal layers --
layer	up-vias	share of wire, %
li1	14610	-
met4	70	8.0
met5	-	0.87
met1	18450	29
met2	4416	40
met3	1351	23
Power figures rest on the tool's default switching activity, not on a simulated workload.
